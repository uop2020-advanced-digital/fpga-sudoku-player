$ cat design.v
package screen;
	typedef struct packed {
		logic [7:0] r;
		logic [7:0] g;
		logic [7:0] b;
	} color;
	typedef struct packed {
		logic [9:0] pixel;
		logic [9:0] line;
	} position;
	typedef enum logic [2:0] {
		idle,
		cell_signal,
		cell_draw,
		cursor_signal,
		cursor_draw
	} sys_state;
endpackage
module board_control(
    input logic clock,
    input logic [3:0] key_input,
    output logic [3:0] new_grid_i, new_grid_j
);
    logic [3:0] grid_i = 0;
    logic [3:0] grid_j = 0;
    always_ff@(posedge clock)
    begin
        if (key_input == 1 && grid_i != 4'b1000) begin 
            grid_i <= grid_i + 1;
        end
        if (key_input == 2 && grid_j != 4'b0000) begin 
            grid_j <= grid_j - 1;
        end
        if (key_input == 3 && grid_i != 4'b0000) begin 
            grid_i <= grid_i - 1;
        end
        if (key_input == 4 && grid_j != 4'b1000) begin 
            grid_j <= grid_j + 1;
        end
    end
    assign new_grid_i = grid_i;
    assign new_grid_j = grid_j;
endmodule
$ cat run.sh
#!/bin/bash
# OpenROAD 26Q1-2900-gdf79404cd8, Yosys 0.63+post, stock flow scripts
make -C /OpenROAD-flow-scripts/flow DESIGN_CONFIG=/design/flow/config.mk WORK_HOME=/design/flow/orfs finish
$ cat config.mk
export PLATFORM = sky130hd
export DESIGN_NAME = board_control
export DESIGN_NICKNAME = board_control
export VERILOG_FILES = /design/flow/design.v
export SDC_FILE = /design/flow/constraint.sdc
export NUM_CORES = 4
export LEC_CHECK = 1
export CORE_AREA = 10 10 71 71
export DIE_AREA = 0 0 81 81
$ cat constraint.sdc
current_design board_control

set clk_period 2.8
set clk_io_pct 0.2

create_clock -name clk0 -period $clk_period [get_ports {clock}]

set non_clock_inputs [all_inputs -no_clocks]
set_input_delay [expr $clk_period * $clk_io_pct] -clock clk0 $non_clock_inputs
set_output_delay [expr $clk_period * $clk_io_pct] -clock clk0 [all_outputs]
==> impl_metrics.py <==
# Metrics from the implementation run
metrics = {
    "clock_tree": {
        "cts.sinks": 8,
        "clock_latency_ps": 220,
        "cts_buffers": 3,
        "root_buffer": "clkbuf_8",
        "cts_tree": "yes",
        "ctsResizeCount": 0,
        "cts_hold_buf": 0,
        "cts_buffer_depth": 2,
        "clk_pin_slew_ps": 40,
        "post_cts_buffers": 0,
        "cts_htree_levels": 1,
    },
    "timing": {
        "fmax_ghz": 0.416,
        "holdWs_ps": 666,
        "hold_viol": 0,
        "setup_viol_count_final": 0,
        "post-route-min-period_ps": 2400,
        "rsz0062_at_grt": "false",
        "post-route-period-util_pct": 85.8,
        "worst_pin_slew_ps": 564,
        "finalMaxSlewViolations": 0,
        "fin_skew_ps": 0.176,
        "fin_tns_setup_ps": 0,
        "maxSlewHeadroom_pct": 62.1,
    },
    "grt": {
        "antenna_found_initial": 0,
        "grt_overflow": 0,
        "grt_util_all_layers_pct": 3.61,
        "grt_max_degree": 10,
        "grt_pass1_vias": 416,
        "grt_pass1_wl_mm": 1.90,
    },
    "finish": {
        "postLayoutCoreUtil_pct": 20.9,
        "drive_gt1_share_pct": 9.23,
        "nFillCells": 396,
        "final_cells": 113,
        "area_growth_pct": 40.2,
    },
    "placement": {
        "dp_cells": 110,
        "gp_congestion": 0.828,
        "portBuffers": 12,
        "dp.final_hpwl_um": 899,
    },
    "logic_synthesis": {
        "synth.distinct_cells": 28,
        "synth.largest_area_cell": "edfxtp_1",
        "synth_top_cell_by_count": "edfxtp_1",
        "ys_cells": 51,
        "yosys-top-cells-count": "edfxtp_1, inv_1, nor2_1",
        "synth-edff-count": 8,
        "yosysSeqAreaShare_pct": 44.3,
        "synthesis.instances": 51,
        "netlist.area_leader.share_pct": 44.3,
        "synthArstFlopShare_pct": 0,
        "syn-cell-area_sq_um": 542,
        "yosys_most_used_dff": "edfxtp_1",
        "ys_area_sq_um": 542,
        "ys.flops": 8,
        "ys_warn_count": 1,
        "synth.area.top_cells": "edfxtp_1, ha_1, xnor2_1, fa_1, nor3_1",
        "syn_avg_cell_area_sq_um": 10.6,
    },
    "critical_path": {
        "crit_chain": "clkdlybuf4s50_1 > nor4b_2 > nand2_1 > ha_1 > a21o_1 > a21oi_1 > xnor2_1",
        "cp_num_buf_inv": 1,
        "critPathCaptureType": "register",
        "crit_slowest_cell": "clkdlybuf4s50_1",
        "cp.required_ps": 2770,
        "path_delay_family": "simple AND/OR/NAND/NOR gates",
        "worstSetupPathType": "input pin to register",
        "max_stage_delay_ps": 510,
        "critPathLaunchType": "input pin",
        "cp.arrival_ps": 2380,
        "path_max_fanout": 6,
    },
    "floorplan": {
        "die_height_um": 81,
        "design.die.area_sq_um": 6560,
        "initCoreUtil_pct": 14.9,
        "core.rowCount": 22,
        "core_sq_um": 3630,
        "chipWidth_um": 81,
        "io_pins": 13,
    },
    "route": {
        "wl_per_cell_um": 10.4,
        "drc": 0,
        "routed_wl_mm": 1.18,
        "drt_iter0_markers": 25,
        "drtPass1Iterations": 4,
        "ant_nets": 0,
        "viasPerCell": 3.96,
        "diodes": 0,
        "vias": 447,
    },
    "job": {
        "max_cap_violations": 0,
        "warnings": 25,
    },
    "pwr": {
        "leakage_uw": 0.000261,
        "worst_ir_drop_vdd_mv": 0.0975,
        "powerDensity_nw_per_um2": 414,
    },
    "outcome": {
        "status": "finished clean",
    },
    "worst_hold_path": {
        "hp-class": "register to register",
    },
}
[power breakdown]
group          total [uW]  internal, uW  leakage, uW  switching [uW]
sequential            143           137    0.0000732            5.09
combinational        35.3          20.7     0.000166            14.5
clock                 137          93.0    0.0000216            43.7
total                 314           251     0.000261            63.3
[through the flow]
step	power, uW	area, sq um	setup slack, ps
2_1_floorplan	161	542	841
3_3_place_gp	179	718	217
3_5_place_dp	180	718	133
4_1_cts	318	759	377
5_1_grt	329	759	222
6_report	314	759	397
[cells by family after synthesis]
kind of cell | after synthesis | synth area share, %
adders and majority gates | 4 | 10.6
xor gates and xnor gates | 4 | 6.47
buffers and inverters | 5 | 3.46
AOI/OAI and AO/OA | 11 | 13.4
DFF | 8 | 44.3
and+or+nand+nor | 18 | 19.9
muxes | 1 | 1.85
[final cells by class]
class / instances / area, sq um / share of cell area, %
flip-flops and latches: 8 / 240 / 31.6
repair buffers: 12 / 120 / 15.8
well taps: 48 / 60.1 / 7.91
clock buffers: 3 / 41.3 / 5.44
multi-input cells: 38 / 283 / 37.2
inverters: 4 / 15.0 / 1.98
[layout by cell type (no fill, tap or decap), types with 2 or more instances in the layout]
| master | instances |
|---|---|
| nor2_1 | 4 |
| clkdlybuf4s50_1 | 12 |
| nor3_1 | 3 |
| nand2_1 | 2 |
| inv_1 | 4 |
| o21ai_0 | 3 |
| ha_1 | 3 |
| xnor2_1 | 3 |
| clkbuf_8 | 3 |
| a21oi_1 | 2 |
| edfxtp_1 | 8 |
[state kept, by name (all words and copies together) (netlist names)]
signal	cells
grid_j	4
grid_i	4
[final timing paths]
| path | end | cells past startpoint | slack [ps] | start |
|---|---|---|---|---|
| hold / removal | grid_j[0] | 1 | 670 | grid_j[0] |
| setup reg to reg | grid_j[3] | 7 | 760 | grid_j[0] |
| setup / recovery | grid_j[3] | 7 | 400 | key_input[1] |
| hold reg to reg | grid_j[0] | 1 | 670 | grid_j[0] |
[metal layers]
layer	global-route usage, %	part of all wire, %	routed length, um	vias to the layer above
met5	0	0	0	-
met4	1.04	2.2	26	0
met3	2.67	12	144	4
met2	5.02	40	475	13
met1	4.30	45	530	208
li1	-	-	-	222
Power is estimated from default activity; no workload was simulated.
